--- design/flow/run.sh ---
#!/bin/bash
# OpenROAD 26Q1-2900-gdf79404cd8, Yosys 0.63+post, stock flow scripts
make -C /OpenROAD-flow-scripts/flow DESIGN_CONFIG=/design/flow/config.mk WORK_HOME=/design/flow/orfs finish
--- design/flow/config.mk ---
export PLATFORM = sky130hd
export DESIGN_NAME = MAIN
export DESIGN_NICKNAME = MAIN
export VERILOG_FILES = /design/flow/design.v
export SDC_FILE = /design/flow/constraint.sdc
export NUM_CORES = 4
export LEC_CHECK = 1
export CORE_UTILIZATION = 30
--- design/flow/constraint.sdc ---
current_design MAIN

set clk_period 3.9
set clk_io_pct 0.2

create_clock -name clk0 -period $clk_period [get_ports {CLOCK_50}]

set non_clock_inputs [all_inputs -no_clocks]
set_input_delay [expr $clk_period * $clk_io_pct] -clock clk0 $non_clock_inputs
set_output_delay [expr $clk_period * $clk_io_pct] -clock clk0 [all_outputs]
--- design/flow/design.v ---
module BTN_IN(
	input CLK,
	input BIN,
	output reg BOUT
);
reg [20:0] cnt;
wire en40hz = (cnt == 1250000 - 1);
always @(posedge CLK) begin
	if(en40hz)
		cnt <= 21'b0;
	else
		cnt <= cnt + 21'b1;
end
reg ff1, ff2;
always @(posedge CLK) begin
	if(en40hz) begin
		ff2 <= ff1;
		ff1 <= BIN;
	end
end
wire temp = ~ff1 & ff2 & en40hz;
always @(posedge CLK) begin
	BOUT <= temp;
end
endmodule
module CNT1SEC(
	input CLK, RST,		 
	output EN1HZ,			 
	output reg SIG2HZ		 
);
reg [25:0] cnt;
always @(posedge CLK, posedge RST)begin
	if(RST)
		cnt <= 26'b0;
	else if(EN1HZ)
		cnt <= 26'b0;
	else
		cnt <= cnt + 1'b1;
end
assign EN1HZ = (cnt == 26'd49999999);
wire cnt37499999 = (cnt == 26'd37499999);
wire cnt24999999 = (cnt == 26'd24999999);
wire cnt12499999 = (cnt == 26'd12499999);
always @(posedge CLK, posedge RST)begin
	if(RST)
		SIG2HZ <= 1'b0;
	else if(cnt12499999 | cnt24999999 | cnt37499999 | EN1HZ)
		SIG2HZ <= ~SIG2HZ;
end
endmodule
module HOURCNT(
	input CLK, RST,		 
	input EN, INC,			 
	output reg [1:0] QH,	 
	output reg [3:0] QL	 
);
reg [4:0] cnt24;
always @(posedge CLK, posedge RST)begin
	if(RST)
		cnt24 <= 5'd0;
	else if(EN | INC)begin
		if(cnt24 == 5'd23)
			cnt24 <= 5'd0;
		else
			cnt24 <= cnt24 + 1'b1;
	end
end
always @* begin
	case(cnt24)
		5'd0	: begin QH = 2'd0; QL = 4'd0; end
		5'd1	: begin QH = 2'd0; QL = 4'd1; end
		5'd2	: begin QH = 2'd0; QL = 4'd2; end
		5'd3	: begin QH = 2'd0; QL = 4'd3; end
		5'd4	: begin QH = 2'd0; QL = 4'd4; end
		5'd5	: begin QH = 2'd0; QL = 4'd5; end
		5'd6	: begin QH = 2'd0; QL = 4'd6; end
		5'd7	: begin QH = 2'd0; QL = 4'd7; end
		5'd8	: begin QH = 2'd0; QL = 4'd8; end
		5'd9	: begin QH = 2'd0; QL = 4'd9; end
		5'd10	: begin QH = 2'd1; QL = 4'd0; end
		5'd11	: begin QH = 2'd1; QL = 4'd1; end
		5'd12	: begin QH = 2'd1; QL = 4'd2; end
		5'd13	: begin QH = 2'd1; QL = 4'd3; end
		5'd14	: begin QH = 2'd1; QL = 4'd4; end
		5'd15	: begin QH = 2'd1; QL = 4'd5; end
		5'd16	: begin QH = 2'd1; QL = 4'd6; end
		5'd17	: begin QH = 2'd1; QL = 4'd7; end
		5'd18	: begin QH = 2'd1; QL = 4'd8; end
		5'd19	: begin QH = 2'd1; QL = 4'd9; end
		5'd20	: begin QH = 2'd1; QL = 4'd0; end
		5'd21	: begin QH = 2'd1; QL = 4'd1; end
		5'd22	: begin QH = 2'd1; QL = 4'd2; end
		5'd23	: begin QH = 2'd1; QL = 4'd3; end
		default: begin QH = 2'bx; QL = 4'bx; end
	endcase
end
endmodule
module MAIN(
	input CLOCK_50,		 
	input [2:0] BUTTON,	 
	input [9:0] SW,		 
	output [9:0] LEDG,	 
	output [7:0] HEX0_D, HEX1_D, HEX2_D, HEX3_D	 
);
wire CLK;
assign CLK = CLOCK_50;
wire RST;
assign RST = SW[0];
wire CASEC, CAMIC;
wire MODE, SELECT, ADJUST;
wire SECCLR, MININC, HOURINC;
wire SECON, MINON, HOURON;
wire EN1HZ, SIG2HZ;
wire [2:0] btn;
wire [3:0] SECL, MINL, HOURL;
wire [2:0] SECH, MINH;
wire [1:0] HOURH;
CNT1SEC CNT1SEC(.CLK(CLK), .RST(RST), .EN1HZ(EN1HZ), .SIG2HZ(SIG2HZ));
BTN_IN BTN_IN0(.CLK(CLK), .BIN(BUTTON[0]), .BOUT(MODE));
BTN_IN BTN_IN1(.CLK(CLK), .BIN(BUTTON[1]), .BOUT(SELECT));
BTN_IN BTN_IN2(.CLK(CLK), .BIN(BUTTON[2]), .BOUT(ADJUST));
SECCNT SEC(.CLK(CLK), .RST(RST), .EN(EN1HZ), .CLR(SECCLR),
				.QH(SECH), .QL(SECL), .CA(CASEC));
MINCNT MIN(.CLK(CLK), .RST(RST), .EN(CASEC), .INC(MININC),
				.QH(MINH), .QL(MINL), .CA(CAMIN));
HOURCNT HOUR(.CLK(CLK), .RST(RST), .EN(CAMIN), .INC(HOURINC),
					.QH(HOURH), .QL(HOURL));
STATE STATE(.CLK(CLK), .RST(RST), .SIG2HZ(SIG2HZ),
					.MODE(MODE), .SELECT(SELECT), .ADJUST(ADJUST),
					.SECCLR(SECCLR), .MININC(MININC), .HOURINC(HOURINC),
					.SECON(SECON), .MINON(MINON), .HOURON(HOURON));
SEG7DEC ML(.DIN(MINL), .EN(MINON), .HEX(HEX0_D[6:0]));
SEG7DEC MH(.DIN({1'b0, MINH}), .EN(MINON), .HEX(HEX1_D[6:0]));
SEG7DEC HL(.DIN(HOURL), .EN(HOURON), .HEX(HEX2_D[6:0]));
SEG7DEC HH(.DIN({2'b00, HOURH}), .EN(HOURON), .HEX(HEX3_D[6:0]));
assign LEDG[3:0] = (SECON == 1'b1) ? SECL : 4'd0;
assign LEDG[6:4] = (SECON == 1'b1) ? SECH : 3'h0;
assign LEDG[9:7] = 3'h0;
assign HEX0_D[7] = 1'b1;
assign HEX1_D[7] = 1'b1;
assign HEX2_D[7] = 1'b0;
assign HEX3_D[7] = 1'b1;
endmodule
module MINCNT(
	input CLK, RST,		 
	input EN, INC,			 
	output reg [2:0] QH,	 
	output reg [3:0] QL,	 
	output CA				 
);
always @(posedge CLK, posedge RST)begin
	if(RST)
		QL <= 4'd0;
	else if(EN == 1'b1 || INC == 1'b1)begin
		if(QL == 4'd9)
			QL <= 4'd0;
		else
			QL <= QL + 1'b1;
	end
end
always @(posedge CLK, posedge RST)begin
	if(RST)
		QH <= 3'd0;
	else if((EN == 1'b1 || INC == 1'b1) && QL == 4'd9)begin
		if(QH == 3'd5)
			QH <= 3'd0;
		else
			QH <= QH + 1'b1;
	end
end
assign CA = (QH == 3'd5 && QL == 4'd9 && EN == 1'b1);
endmodule
module SECCNT(
	input CLK, RST,		 
	input EN, CLR,			 
	output reg [2:0] QH,	 
	output reg [3:0] QL,	 
	output CA				 
);
always @(posedge CLK, posedge RST)begin
	if(RST)
		QL <= 4'd0;
	else if(CLR == 1'b1)
		QL <= 4'd0;
	else if(EN == 1'b1) begin
		if(QL == 4'd9)
			QL <= 4'd0;
		else
			QL <= QL + 1'b1;
	end
end
always @(posedge CLK, posedge RST)begin
	if(RST)
		QH <= 3'd0;
	else if(CLR == 1'b1)
		QH <= 3'd0;
	else if (EN == 1'b1 && QL == 4'd9)begin
		if(QH == 3'd5)
			QH <= 3'd0;
		else
			QH <= QH + 1'b1;
	end
end
assign CA = (QH == 3'd5 && QL == 4'd9 && EN == 1'b1);
endmodule
module SEG7DEC(
	input [3:0] DIN,			 
	input EN,					 
	output reg [6:0] HEX		 
);
always @* begin
	if(EN)
		case(DIN)
			4'd0: HEX = 7'b1000000;
			4'd1: HEX = 7'b1111001;
			4'd2: HEX = 7'b0100100;
			4'd3: HEX = 7'b0110000;
			4'd4: HEX = 7'b0011001;
			4'd5: HEX = 7'b0010010;
			4'd6: HEX = 7'b0000010;
			4'd7: HEX = 7'b1011000;
			4'd8: HEX = 7'b0000000;
			4'd9: HEX = 7'b0010000;
			default:HEX = 7'b0000000;
		endcase
	else
		HEX = 7'b1111111;
end
endmodule
module STATE(
	input CLK, RST,	 
	input SIG2HZ,		 
	input MODE, SELECT, ADJUST,		 
	output SECCLR, MININC, HOURINC,	 
	output SECON, MINON, HOURON		 
);
reg [1:0] cur, nxt;	 
parameter NORM = 2'b00, SEC = 2'b01, MIN = 2'b10, HOUR = 2'b11;
assign SECCLR = (cur == SEC) & ADJUST;
assign MININC = (cur == MIN) & ADJUST;
assign HOURINC = (cur == HOUR) & ADJUST;
assign SECON = ~((cur == SEC) & SIG2HZ);
assign MINON = ~((cur == MIN) & SIG2HZ);
assign HOURON = ~ ((cur == HOUR) & SIG2HZ);
always @(posedge CLK, posedge RST)begin
	if(RST)
		cur <= NORM;
	else
		cur <= nxt;
end
always @* begin
	case(cur)
		NORM:	if(MODE)
					nxt = SEC;
				else
					nxt = NORM;
		SEC:	if(MODE)
					nxt = NORM;
				else if(SELECT)
					nxt = HOUR;
				else
					nxt = SEC;
		MIN:	if(MODE)
					nxt = NORM;
				else if(SELECT)
					nxt = SEC;
				else
					nxt = MIN;
		HOUR:	if(MODE)
					nxt = NORM;
				else if(SELECT)
					nxt = MIN;
				else
					nxt = HOUR;
		default: nxt = 2'bxx;
	endcase
end
endmodule
==> flow_metrics.env <==
# source this file to load flow results
export IMPL_run_status="finished, final reports clean"
export IMPL_clock_tree_root_cell="clkbuf_16"
export IMPL_ys_seq_share_pct=44.4
export IMPL_crit_top_cell="mux2i_1"
export IMPL_final_cell_area_sq_um=7520
export IMPL_crit_path_end_kind="output port"
export IMPL_yosys_cells=661
export IMPL_drc=0
export IMPL_finalHoldViolations=0
export IMPL_worst_slew_pin_slew_ps=760
export IMPL_grt_pass1_wl_um=20100
export IMPL_io_buffers=38
export IMPL_initCoreUtil_pct=30.6
export IMPL_ctsHoldBuffers=0
export IMPL_vias_per_cell=4.63
export IMPL_critPathKind="flop to output port"
export IMPL_critPathTopFamily="multiplexers"
export IMPL_synth_most_common_cell="nor2_1"
export IMPL_nFillCells=1986
export IMPL_setup_tns_ps=0
export IMPL_dieWidth_um=146
export IMPL_clk_latency_ps=410
export IMPL_num_vias=4564
export IMPL_rows=52
export IMPL_synthTopCellsByCount="75 x nor2_1, 66 x dfxtp_1, 53 x nand2_1"
export IMPL_cp_max_fo=9
export IMPL_gp_congestion=0.819
export IMPL_powerDensity_nw_per_um2=406
export IMPL_logic_area_sq_um=3240
export IMPL_first_pass_iters=4
export IMPL_area_leaders="dfxtp_1 21%, dfrtp_1 20%, xor2_1 6.4%"
export IMPL_min_path_type="flop to flop"
export IMPL_wl_per_cell_um=11.5
export IMPL_required_ps=3120
export IMPL_critPathArrivalTime_ps=2780
export IMPL_grt_max_degree=27
export IMPL_reg2reg_slack_ps=1450
export IMPL_slowest_stage="mux2i_1"
export IMPL_area_growth_synth_to_final_pct=21.3
export IMPL_synth_cells=661
export IMPL_pin_count=56
export IMPL_ant_nets=0
export IMPL_p_total_mw=3.06
export IMPL_htreeDepth=4
export IMPL_dieHeight_um=146
export IMPL_die_area_sq_um=21200
export IMPL_synth_largest_area_cell="dfxtp_1"
export IMPL_cts_resized=0
export IMPL_antenna_found_initial=0
export IMPL_regArea_sq_um=2750
export IMPL_ys_flops=122
export IMPL_peakVddDrop_mv=0.286
export IMPL_cts_tree="done"
export IMPL_grt_pass1_vias=4236
export IMPL_grt_usage_pct=11.4
export IMPL_drt_wl_total_um=11300
export IMPL_dp_cells=954
export IMPL_drt_initial_drc_count=223
export IMPL_warnings=51
export IMPL_ys_types=60
export IMPL_ys_area_sq_um=6200
export IMPL_slowest_delay_ps=580
export IMPL_cap_violations=0
export IMPL_cts_buffers_inserted=17
export IMPL_finalHoldWorstSlack_ps=444
export IMPL_fmax_ghz=0.281
export IMPL_cts_path_max_buffers=2
export IMPL_yosys_warnings=8
export IMPL_min_period_ps=3560
export IMPL_place_area_sq_um=6840
export IMPL_synthFlopType="dfxtp_1"
export IMPL_synth_top_cell_area_share_pct=21.3
export IMPL_post_cts_buffers=0
export IMPL_crit_buf_inv=1
export IMPL_slew_violations=0
export IMPL_synth_async_reset_ratio_pct=41.0
export IMPL_power_leakage_nw=3.19
export IMPL_setup_violations=0
export IMPL_core_area_sq_um=20200
export IMPL_cts_sinks=122
export IMPL_critPathLaunchType="flop"
export IMPL_fin_skew_ps=8.64
export IMPL_max_slew_margin_rel_pct=47.9
export IMPL_edf_count=6
export IMPL_rsz0062_at_grt="no"
export IMPL_antenna_cells=0
export IMPL_grt_ovfl_total=0
export IMPL_stdcell_count=986
export IMPL_avgSynthCellArea_sq_um=9.38
export IMPL_layout_drive_gt1_share_pct=7.96
export IMPL_syn_area_sq_um=6200
export IMPL_clk_pin_slew_worst_paths_ps=60
export IMPL_path_cells="ha_1 > mux2_2 > mux2i_1 > mux2i_1 > o21ai_0 > clkdlybuf4s50_1"
export IMPL_finalClockPeriodUsage_pct=91.2
export IMPL_dp_hpwl_um=7930
[sequential cells by signal, summed over array words and instances (netlist names), 3 cells and up, named ones only]
name	cells
SEC.QH	3
MIN.QL	4
BTN_IN2.cnt	21
SEC.QL	4
BTN_IN1.cnt	21
HOUR.cnt24	5
BTN_IN0.cnt	21
STATE.cur	3
MIN.QH	3
CNT1SEC.cnt	26
[metrics by stage]
step / setup slack [ps] / utilization, %
floorplan: 1470 / -
global placement: 704 / 33.8
detailed placement: 703 / 33.8
CTS: 250 / 37.2
global route: 89.4 / 37.2
finish: 342 / 37.2
[cell usage in the layout (no fill, tap or decap), drive strengths merged, types with 3 or more instances in the layout]
master	n
mux2i	14
nor2	76
or4	3
clkbuf	20
nor4b	6
buf	5
o21ai	32
and4	9
and2	10
nand3	38
nor4	13
nand4	25
or3	5
or2	3
conb	8
and3b	6
a21oi	13
nand3b	4
edfxtp	6
dfxtp	66
nor2b	7
nand2b	7
nor3	13
bufinv	6
mux2	6
ha	27
nand2	53
dfrtp	49
clkinv	5
inv	24
o211ai	6
and3	12
xnor2	31
nor3b	3
xor2	45
clkdlybuf4s50	38
[report_power, final]
group	internal (mW)	total, mW	switching (mW)
Clock	1.23	1.78	0.547
Sequential	1.26	1.26	0
Combinational	0.00419	0.0149	0.0107
[cell type report]
| cell class | count | share of cell area (%) |
|---|---|---|
| flip-flops and latches | 122 | 36.6 |
| clock inverters | 12 | 2.91 |
| inverters | 24 | 1.20 |
| multi-input cells | 495 | 43.1 |
| repair buffers | 43 | 5.56 |
| clock buffers | 20 | 6.07 |
| well taps | 270 | 4.49 |
[layer usage]
metal | share of wire [%] | track usage, % | wire length, um
met5 | 0 | 0 | 0
met3 | 2.9 | 2.14 | 329
met2 | 44 | 17.5 | 4950
met1 | 52 | 17.7 | 5920
met4 | 1.1 | 1.47 | 124
[worst paths after layout]
path | endpoint | cells past startpoint | startpoint
max | HEX2_D[6] | 6 | HOUR.cnt24[2]
min | BTN_IN0.ff2 | 0 | BTN_IN0.ff1
max reg2reg | SEC.QL[3] | 6 | CNT1SEC.cnt[0]
min reg2reg | BTN_IN0.ff2 | 0 | BTN_IN0.ff1
max in group asynchronous | async pin | 3 | SW[0]
min in group asynchronous | SEC.QL[3] | 2 | SW[0]
[cells by family (layout without fill, tap and decap cells)]
family                   count (synthesis)  after routing  share of synthesized area (%)
AND-OR/OR-AND                           66             66                           6.36
XOR/XNOR                                76             76                           10.7
adder cells (fa/ha/maj)                 27             27                           5.45
buffers and inverters                   50             99                           3.82
flip-flops                             122            122                           44.4
multiplexers                            20             20                           3.35
other                                    2              8                          0.121
AND/OR/NAND/NOR                        298            298                           25.7
